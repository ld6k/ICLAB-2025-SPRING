==> flow/design.v <==
module Division_IP #(parameter IP_WIDTH = 6) (
    IN_Dividend, 
    IN_Divisor,
    OUT_Quotient
);
    input  [IP_WIDTH*4-1:0] IN_Dividend;
    input  [IP_WIDTH*4-1:0] IN_Divisor;
    output [IP_WIDTH*4-1:0] OUT_Quotient;
    wire [3:0] V [0:IP_WIDTH-1];
    reg [3:0] Q [0:IP_WIDTH-1];
    reg [3:0] R [0:IP_WIDTH-1];
    integer i, j, k;
    integer degV;
    integer q_deg;
    reg [3:0] factor;
    reg found;
    genvar gv_i;
    generate
        for (gv_i = 0; gv_i < IP_WIDTH; gv_i = gv_i + 1) begin: gen_divisor_array
            assign V[gv_i] = IN_Divisor[gv_i*4 +: 4];
            assign OUT_Quotient [gv_i*4 +: 4] = Q[gv_i];
        end
    endgenerate
    always @(*) begin
        for (i = 0; i < IP_WIDTH; i = i + 1) begin
            R[i] = IN_Dividend[i*4 +: 4];
            Q[i] = 4'd15;
        end
        found = 0;
        degV = 0;
        for (i = IP_WIDTH-1; i >= 0; i = i - 1) begin
            if (!found && (V[i] != 4'd15)) begin
                degV = i;
                found = 1;
            end
        end
        if (!found) begin
            degV = 0;
        end
        q_deg = IP_WIDTH - degV - 1;
        for (k = IP_WIDTH - 1; k >= 0; k = k - 1) begin
            if (k <= q_deg) begin
                if (R[k + degV] != 4'd15) begin
                    factor = gf_div(R[k + degV], V[degV]);
                    Q[k] = factor;
                    for (j = IP_WIDTH - 1; j >= 0; j = j - 1) begin
                        if ((k + j) < IP_WIDTH) begin
                            R[k + j] = gf_add(R[k + j], gf_mul(factor, V[j]));
                        end
                    end
                end 
                else begin
                    Q[k] = 4'd15;
                end
            end
            else begin
                Q[k] = 4'd15;
            end
        end
    end
    function [3:0] gf_mul;
        input [3:0] a, b;
        reg [4:0] sum;
        begin
            if (a == 4'd15 || b == 4'd15) begin
                gf_mul = 4'd15;
            end
            else begin
                sum = a + b;
                if(sum >= 15) begin
                    sum = sum - 15;
                end
                gf_mul = sum[3:0];
            end
        end
    endfunction
    function [3:0] gf_div;
        input [3:0] a, b;
        reg [4:0] sum;
        begin
            if (a == 4'd15) begin
                gf_div = 4'd15;
            end
            else begin
                sum = a + (15 - b);
                if (sum >= 15) begin
                    gf_div = sum - 15;
                end
                else begin
                    gf_div = sum[3:0];
                end
            end
        end
    endfunction
    function [3:0] gf_add;
        input [3:0] a, b;
        reg [3:0] a_poly, b_poly, s_poly;
        begin
            a_poly = gf_poly_of_exp(a);
            b_poly = gf_poly_of_exp(b);
            s_poly = a_poly ^ b_poly;
            gf_add = gf_exp_of_poly(s_poly);
        end
    endfunction
    function [3:0] gf_poly_of_exp;
        input [3:0] exp;
        begin
            case(exp)
                4'd0:  gf_poly_of_exp = 4'd1;
                4'd1:  gf_poly_of_exp = 4'd2;
                4'd2:  gf_poly_of_exp = 4'd4;
                4'd3:  gf_poly_of_exp = 4'd8;
                4'd4:  gf_poly_of_exp = 4'd3;
                4'd5:  gf_poly_of_exp = 4'd6;
                4'd6:  gf_poly_of_exp = 4'd12;
                4'd7:  gf_poly_of_exp = 4'd11;
                4'd8:  gf_poly_of_exp = 4'd5;
                4'd9:  gf_poly_of_exp = 4'd10;
                4'd10: gf_poly_of_exp = 4'd7;
                4'd11: gf_poly_of_exp = 4'd14;
                4'd12: gf_poly_of_exp = 4'd15;
                4'd13: gf_poly_of_exp = 4'd13;
                4'd14: gf_poly_of_exp = 4'd9;
                4'd15: gf_poly_of_exp = 4'd0;
              default: gf_poly_of_exp = 4'd0;
            endcase
        end
    endfunction
    function [3:0] gf_exp_of_poly;
        input [3:0] poly;
        begin
            case(poly)
                4'd0:  gf_exp_of_poly = 4'd15;
                4'd1:  gf_exp_of_poly = 4'd0;
                4'd2:  gf_exp_of_poly = 4'd1;
                4'd3:  gf_exp_of_poly = 4'd4;
                4'd4:  gf_exp_of_poly = 4'd2;
                4'd5:  gf_exp_of_poly = 4'd8;
                4'd6:  gf_exp_of_poly = 4'd5;
                4'd7:  gf_exp_of_poly = 4'd10;
                4'd8:  gf_exp_of_poly = 4'd3;
                4'd9:  gf_exp_of_poly = 4'd14;
                4'd10: gf_exp_of_poly = 4'd9;
                4'd11: gf_exp_of_poly = 4'd7;
                4'd12: gf_exp_of_poly = 4'd6;
                4'd13: gf_exp_of_poly = 4'd13;
                4'd14: gf_exp_of_poly = 4'd11;
                4'd15: gf_exp_of_poly = 4'd12;
                default: gf_exp_of_poly = 4'd15;
            endcase
        end
    endfunction
endmodule
==> flow/run.sh <==
#!/bin/bash
# OpenROAD 26Q1-2900-gdf79404cd8, Yosys 0.63+post, stock flow scripts
make -C /OpenROAD-flow-scripts/flow DESIGN_CONFIG=/design/flow/config.mk WORK_HOME=/design/flow/orfs finish
==> flow/config.mk <==
export PLATFORM = sky130hd
export DESIGN_NAME = Division_IP
export DESIGN_NICKNAME = Division_IP
export VERILOG_FILES = /design/flow/design.v
export SDC_FILE = /design/flow/constraint.sdc
export NUM_CORES = 4
export LEC_CHECK = 1
export CORE_UTILIZATION = 40
==> flow/constraint.sdc <==
current_design Division_IP

set clk_period 88.3
set clk_io_pct 0.2

create_clock -name clk0 -period $clk_period

set non_clock_inputs [all_inputs -no_clocks]
set_input_delay [expr $clk_period * $clk_io_pct] -clock clk0 $non_clock_inputs
set_output_delay [expr $clk_period * $clk_io_pct] -clock clk0 [all_outputs]
==> impl_metrics.yaml <==
# synthesis and place-and-route metrics
clocking:
  cts_hold_repair.buffers: 0
  cts_resized: 0
  post_cts_setup_bufs: 0
finish:
  layout-area-overhead-vs-synth_pct: 8.33
  final_area_mm2: 0.0201
  final.clkbuf_count: 0
  ff_latch_area_um2: 0
  numSequentialCells: 0
  final_core_utilization_pct: 44.1
  drive_gt1_share_pct: 7.77
  nFillCells: 4475
place:
  hpwlAfterDp_mm: 50.1
  port-buffer-count: 72
  dpl-instance-area_mm2: 0.0201
  gpl.final_weighted_congestion: 1.01
global_routing:
  overall_fraction_of_global_route_tracks_in_use_pct: 26.5
  grt_pass1_wl_mm: 97.0
  overflow: 0
  grt_pass1_vias: 17183
  antenna_found_initial: 4
  grt_max_degree: 31
critical_path:
  cp.arrival_ns: 55.04
  setup.worst_path.end: "OUT_Quotient[2]"
  critPathKind: "input pin to output pin"
  critical_path.most_common_cell: "sky130_fd_sc_hd__inv_1"
  critical-path-slowest-cell: "sky130_fd_sc_hd__a311oi_2"
  critPathMaxFanout: 25
  endpoint_kind: "output pin"
  critPathRequiredTime_ns: 70.64
  startpoint_class: "input pin"
  setup.worst_path.start: "IN_Divisor[21]"
  critical_path.max_stage_delay_ns: 0.66
die:
  die_area_mm2: 0.0473
  design.core.area_mm2: 0.0456
  horizontal_die_dimension_um: 217
  initial_utilization_pct: 40.7
  core.rowCount: 78
  die-height_um: 217
  ioPinCount: 72
synth:
  synthTopCellsByArea: "sky130_fd_sc_hd__ha_1 24%, sky130_fd_sc_hd__nand2_1 6.0%, sky130_fd_sc_hd__inv_1 5.1%"
  netlist_instances: 2572
  yosys.stat.chipArea_mm2: 0.0186
  largest_area_cell: "sky130_fd_sc_hd__ha_1"
  yosys.area.top_type_share_pct: 24.5
  ys.warnings.count: 3
  post_synth_num_cell_types: 120
  mappedNetlistArea_mm2: 0.0186
  synth-seq-area-share_pct: 0
  post_synth.cell_area_avg_um2: 7.22
  synth_stat.cells: 2572
status:
  run_status: "complete, no violations"
power:
  power_report.internal_total_uw: 399
  net_switching_uw: 600
  areal_power_density_over_the_cells_mw_per_mm2: 49.7
  power.share.switching_pct: 60.0
  power.static_leakage_uw: 0.00945
  worst_ir_drop_vdd_v: 0.0000382
detailed_routing:
  ant_nets: 0
  totalWireLength_mm: 62.3
  drt_first_iter_violations: 1489
  detail_route.wl_per_cell_um: 19.4
  route.detailed.drc: 0
  vias: 18878
  dr.pass1.iters: 6
  detail_route.vias_per_cell: 5.87
sta:
  min_period_over_period_pct: 82.3
  finalWorstPathRequiredPeriod_ns: 72.70
  setup_total_negative_slack_ns: 0
  slew_headroom_pct: 38.8
  max_freq_ghz: 0.0138
  slew_viol_final: 0
  finalHoldViolations: 0
  rsz_0062_raised_after_global_routing: "false"
  finalSetupViolations: 0
  max_slew.worst_pin.slew_ns: 0.892
job:
  stage_log_warnings: 234
  maxCapViolations: 0
hold_path:
  holdCritPathClass: "input pin to output pin"
  start_point_of_the_worst_min_delay_path: "IN_Dividend[0]"
  hold_path_depth: 7
==> worst min-delay path by stage <==
stage                      to  slack, ns
CTS           OUT_Quotient[3]      36.75
global route  OUT_Quotient[3]      36.80
finish        OUT_Quotient[3]      36.75
==> metrics by stage <==
| step | setup WS, ns | cells | hold slack (ns) | power [uW] |
|---|---|---|---|---|
| 3_3_place_gp | 16.92 | 3214 | 36.76 | 973 |
| 4_1_cts | 15.94 | 3214 | 36.75 | 988 |
| 6_report | 15.60 | 3215 | 36.75 | 999 |
| 3_5_place_dp | 16.00 | 3214 | 36.75 | 981 |
| 2_1_floorplan | 21.53 | 2572 | 35.77 | 785 |
| 5_1_grt | 12.24 | 3214 | 36.80 | 1120 |
==> cells in the mapped netlist (all sizes together) (9+ instances only) <==
cell	n
a32o	10
and3	22
a31oi	31
o211ai	28
o21ai	167
ha	363
o221ai	10
nor4	12
nand4	17
a21o	45
nand2	296
fa	20
nand3	34
xnor2	71
or3	19
a22o	12
mux2	36
a221oi	20
xor2	56
clkbuf	66
nor2	191
mux2i	78
a211o	18
mux4	24
nand2b	32
nor2b	38
nor3	39
o22ai	24
or2	19
o211a	12
a221o	10
buf	24
o31ai	23
and2	31
a222oi	9
inv	258
a21boi	14
a22oi	23
o31a	9
o21a	11
o2111ai	9
a21oi	173
a211oi	51
==> worst max-delay path: cells and delay by family <==
kind	cells	cell delay (ns)
multiplexers	4	1.23
AND/OR/NAND/NOR	33	6.31
XOR/XNOR	6	1.80
buffers and inverters	27	4.17
AND-OR/OR-AND	55	13.50
adder cells (fa/ha/maj)	32	10.27
==> cell type report <==
cell class                 count  area, um^2  share of cell area, %
timing repair buffer         132        1170                   5.83
antenna                        1        2.50                 0.0124
multi-input combinational   2224       17200                   85.6
tap                          600         751                   3.73
inverter                     258         968                   4.82
==> power by group through the flow <==
| stage | Combinational [uW] | Sequential, uW | Clock (uW) |
|---|---|---|---|
| global route | 1120 | 0 | 0 |
| CTS | 988 | 0 | 0 |
==> layout by cell type (no fill, tap or decap), drive strengths merged, types with 18 or more instances in the layout <==
| cell | n |
|---|---|
| nor3 | 39 |
| xnor2 | 71 |
| o22ai | 24 |
| o31ai | 23 |
| nand3 | 34 |
| o21ai | 167 |
| mux2 | 36 |
| mux4 | 24 |
| ha | 363 |
| a21oi | 173 |
| a221oi | 20 |
| a31oi | 31 |
| a211oi | 51 |
| nor2 | 191 |
| or3 | 19 |
| a21o | 45 |
| mux2i | 78 |
| xor2 | 56 |
| and2 | 31 |
| buf | 60 |
| nand2b | 32 |
| nand2 | 296 |
| and3 | 22 |
| clkdlybuf4s50 | 72 |
| o211ai | 28 |
| or2 | 19 |
| fa | 20 |
| inv | 258 |
| a22oi | 23 |
| nor2b | 38 |
| a211o | 18 |
==> metal layers <==
layer | track usage (%) | part of all wire, %
met1 | 37.7 | 45
met4 | 8.33 | 3.7
met2 | 41.8 | 44
met5 | 0 | 0.058
met3 | 3.48 | 6.6
==> kinds of logic (layout without fill, tap and decap cells) <==
logic type	count (synthesis)	in the layout	share of synthesized area [%]
and+or+nand+nor	791	791	20.5
adders and majority gates	383	383	26.6
other	0	1	0
xor gates and xnor gates	127	127	6.26
AOI/OAI and AO/OA	785	785	30.0
buffers and inverters	348	390	7.33
muxes	138	138	9.32
Power is estimated from default activity; no workload was simulated.
