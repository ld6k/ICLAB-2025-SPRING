**./design.v**
```verilog
module MAZE(
    input clk,
    input rst_n,
	input in_valid,
	input [1:0] in,
    output out_valid,
    output reg [1:0] out
);
parameter IDLE_INPUT = 1'b0;
parameter WALK       = 1'b1;
parameter SWORD   = 2'b10;
parameter WALL    = 2'b01;
parameter ROAD    = 2'b00;
parameter MONSTER = 2'b11;
reg state;
reg next_state;
reg [1:0] damn_mp     [0:16][0:16];
reg [4:0] w_x;
reg [4:0] w_y;
reg       has_sword;
reg [1:0] cur_dir;
reg [1:0] next_dir;
reg cool_reg;
assign out_valid = state;
wire [4:0] w_y_add_1 = w_y + 1'd1;
wire [4:0] w_y_sub_1 = w_y - 1'd1;
wire [4:0] w_x_add_1 = w_x + 1'd1;
wire [4:0] w_x_sub_1 = w_x - 1'd1;
wire [1:0] map_up = damn_mp[w_y_sub_1][w_x      ];
wire [1:0] map_dw = damn_mp[w_y_add_1][w_x      ];
wire [1:0] map_lf = damn_mp[w_y      ][w_x_sub_1];
wire [1:0] map_rg = damn_mp[w_y      ][w_x_add_1];
wire up_wall = (w_y == 5'd0)  || (map_up == 2'd0) || (~has_sword && (map_up == 2'd3));  
wire dw_wall = (w_y == 5'd16) || (map_dw == 2'd0) || (~has_sword && (map_dw == 2'd3));  
wire lf_wall = (w_x == 5'd0)  || (map_lf == 2'd0) || (~has_sword && (map_lf == 2'd3));  
wire rg_wall = (w_x == 5'd16) || (map_rg == 2'd0) || (~has_sword && (map_rg == 2'd3));  
wire [1:0] optim_dir;
assign optim_dir = {next_dir[0], next_dir[1]};
always @(posedge clk, negedge rst_n) begin
	if (~rst_n) state <= IDLE_INPUT;
	else        state <= next_state;
end
always @(posedge clk, negedge rst_n) begin
    if (~rst_n)                                 cool_reg <= 1'b0;
    else if (w_x == 5'd16 && out_valid == 1'b0) cool_reg <= 1'b1;
    else                                        cool_reg <= 1'b0;
end
always @(*) begin
	next_state = state;
	case(1'b1) // synopsys full_case
		~state: begin
            if (in_valid == 1'b0 && cool_reg == 1'b1) next_state = WALK;
            else next_state = IDLE_INPUT;
        end
		state: begin
			if (w_x[4] == 1'b1 && w_y[4] == 1'b1)     next_state = IDLE_INPUT;
			else                                      next_state = WALK;
		end
	endcase
end
always @(posedge clk) begin
    if (next_state == WALK) begin
        cur_dir <= next_dir;
    end
    else begin
        cur_dir <= 2'b00;
    end
end
integer i, j, k, l, m, n;
always @(posedge clk) begin
    if (next_state == IDLE_INPUT && in_valid == 1'b0) begin
        for (i = 0; i < 17; i = i + 1) begin
            for (j = 0; j < 17; j = j + 1) begin
                if (!(i[0] == 1 && j[0] == 1)) begin
                    damn_mp[i][j][0] <= 2'b1;
                end
                else begin
                    damn_mp[i][j][0] <= 2'b0;
                end
            end
        end
        for (i = 0; i < 17; i = i + 1) begin
            for (j = 0; j < 17; j = j + 1) begin
                if (!(i[0] == 1 && j[0] == 1)) begin
                    damn_mp[i][j][1] <= 2'b0;
                end
                else begin
                    damn_mp[i][j][1] <= 2'b0;
                end
            end
        end
    end
    else if (next_state == IDLE_INPUT && in_valid == 1'b1) begin
        for (k = 1; k <= 15; k = k + 1) begin
            if (k[0] == 1) begin
                if ((damn_mp[k-1][0] == 2'd0) + (damn_mp[k+1][0] == 2'd0) == 2 || (damn_mp[k-1][0] == 2'd0) + (damn_mp[k+1][0] == 2'd0) == 1) begin
                    if ((damn_mp[k][0] != 2'b10)) begin
                        damn_mp[k][0][0] <= 1'b0;  
                    end
                end
            end
            else begin
                if ((damn_mp[k-1][0] == 2'd0) + (damn_mp[k+1][0] == 2'd0) + (damn_mp[k][1] == 2'd0) == 2 || (damn_mp[k-1][0] == 2'd0) + (damn_mp[k+1][0] == 2'd0) + (damn_mp[k][1] == 2'd0) == 3 ) begin
                    if ((damn_mp[k][0] != 2'b10)) begin
                        damn_mp[k][0][0] <= 1'b0;  
                    end
                end
            end
        end
        for (l = 1; l <= 15; l = l + 1) begin
            if (l[0] == 1) begin
                if ((damn_mp[0][l-1] == 2'd0) + (damn_mp[0][l+1] == 2'd0) == 2 || (damn_mp[0][l-1] == 2'd0) + (damn_mp[0][l+1] == 2'd0) == 1) begin
                    if ((damn_mp[0][l] != 2'b10)) begin
                        damn_mp[0][l][0] <= 1'b0;  
                    end
                end
            end
            else begin
                if ((damn_mp[0][l-1] == 2'd0) + (damn_mp[0][l+1] == 2'd0) + (damn_mp[1][l] == 2'd0) > 1) begin
                    if ((damn_mp[0][l] != 2'b10)) begin
                        damn_mp[0][l][0] <= 1'b0;  
                    end
                end
            end
        end
        for (m = 1; m <= 15; m = m + 1) begin
            if (m[0] == 1) begin
                if ((damn_mp[m+1][16] == 2'd0) + (damn_mp[m-1][16] == 2'd0) == 2 || (damn_mp[m+1][16] == 2'd0) + (damn_mp[m-1][16] == 2'd0) == 1) begin
                    if ((damn_mp[m][16] !== 2'b10)) begin
                        damn_mp[m][16][0] <= 1'b0;  
                    end
                end
            end
            else begin
                if ((damn_mp[m+1][16] == 2'd0) + (damn_mp[m-1][16] == 2'd0) + (damn_mp[m][15] == 2'd0) > 1) begin
                    if ((damn_mp[m][16] !== 2'b10)) begin
                        damn_mp[m][16][0] <= 1'b0;  
                    end
                end
            end
        end
        for (n = 1; n <= 15; n = n + 1) begin
            if (n[0] == 1) begin
                if ((damn_mp[16][n+1] == 2'd0) + (damn_mp[16][n-1] == 2'd0) == 2 || (damn_mp[16][n+1] == 2'd0) + (damn_mp[16][n-1] == 2'd0) == 1) begin
                    if ((damn_mp[16][n] !== 2'b10)) begin
                        damn_mp[16][n][0] <= 1'b0;  
                    end
                end
            end
            else begin
                if ((damn_mp[16][n+1] == 2'd0) + (damn_mp[16][n-1] == 2'd0) + (damn_mp[15][n] == 2'd0) > 1) begin
                    if ((damn_mp[16][n] !== 2'b10)) begin
                        damn_mp[16][n][0] <= 1'b0;  
                    end
                end
            end
        end
        if ((damn_mp[15][0] == 2'd0) || (damn_mp[16][1] == 2'd0)) begin
            if ((damn_mp[16][0] !== 2'b10)) begin
                damn_mp[16][0][0] <= 1'b0;  
            end
        end
        if ((damn_mp[0][15] == 2'd0) || (damn_mp[1][16] == 2'd0)) begin
            if ((damn_mp[0][16] !== 2'b10)) begin
                damn_mp[0][16][0] <= 1'b0;  
            end
        end
        for (i = 1; i <= 15; i = i + 1) begin
            for (j = 1; j <= 15; j = j + 1) begin
                if (i[0] == 1 && j[0] == 0) begin
                    if ((damn_mp[i-1][j] == 2'd0) || (damn_mp[i+1][j] == 2'd0)) begin
                        if ((damn_mp[i][j] != 2'b10)) begin
                            damn_mp[i][j][0] <= 1'b0;  
                        end
                    end 
                end
                else if (i[0] == 0 && j[0] == 0) begin
                    if ((damn_mp[i+1][j] == 2'd0) + (damn_mp[i-1][j] == 2'd0) + (damn_mp[i][j+1] == 2'd0) + (damn_mp[i][j-1] == 2'd0) == 3 || (damn_mp[i+1][j] == 2'd0) + (damn_mp[i-1][j] == 2'd0) + (damn_mp[i][j+1] == 2'd0) + (damn_mp[i][j-1] == 2'd0) == 4) begin
                        if ((damn_mp[i][j] != 2'b10)) begin
                            damn_mp[i][j][0] <= 1'b0;  
                        end
                    end
                end
                else if (i[0] == 0 && j[0] == 1) begin
                    if ((damn_mp[i][j-1] == 2'd0) || (damn_mp[i][j+1] == 2'd0)) begin
                        if ((damn_mp[i][j] != 2'b10)) begin
                            damn_mp[i][j][0] <= 1'b0;  
                        end
                    end
                end
            end
        end
		damn_mp[w_y][w_x] <= {in[1], ~(in[0] ^ in[1])};
        for (i = 0; i < 17; i = i + 1) begin
            for (j = 0; j < 17; j = j + 1) begin
                if ((i[0] == 1 && j[0] == 1)) begin
                    damn_mp[i][j] <= 2'b00;  
                end
            end
        end
    end
    else begin
        for (i = 0; i < 17; i = i + 1) begin
            for (j = 0; j < 17; j = j + 1) begin
                if ((i[0] == 1 && j[0] == 1)) begin
                    if (damn_mp[i][j] != 2'b01) begin
                        damn_mp[i][j] <= 2'b00;  
                    end
                end
            end
        end
        for (i = 1; i <= 15; i = i + 1) begin
            for (j = 1; j <= 15; j = j + 1) begin
                if (i[0] == 1 && j[0] == 0) begin
                    if ((damn_mp[i-1][j] == 2'd0) || (damn_mp[i+1][j] == 2'd0)) begin
                        if ((damn_mp[i][j] != 2'b10)) begin
                            damn_mp[i][j][0] <= 1'b0;
                        end
                    end 
                end
                else if (i[0] == 0 && j[0] == 0) begin
                    if ((damn_mp[i+1][j] == 2'd0) + (damn_mp[i-1][j] == 2'd0) + (damn_mp[i][j+1] == 2'd0) + (damn_mp[i][j-1] == 2'd0) == 3 || (damn_mp[i+1][j] == 2'd0) + (damn_mp[i-1][j] == 2'd0) + (damn_mp[i][j+1] == 2'd0) + (damn_mp[i][j-1] == 2'd0) == 4) begin
                        if ((damn_mp[i][j] != 2'b10)) begin
                            damn_mp[i][j][0] <= 1'b0;
                        end
                    end
                end
                else if (i[0] == 0 && j[0] == 1) begin
                    if ((damn_mp[i][j-1] == 2'd0) || (damn_mp[i][j+1] == 2'd0)) begin
                        if ((damn_mp[i][j] != 2'b10)) begin
                            damn_mp[i][j][0] <= 1'b0;
                        end
                    end
                end
            end
        end
    end
end
always @(*) begin
    case (cur_dir)
        2'd0: begin
            if      (!up_wall) next_dir = 2'd3;  
            else if (!rg_wall) next_dir = 2'd0;  
            else if (!dw_wall) next_dir = 2'd1;  
            else               next_dir = 2'd2;  
        end
        2'd1: begin
            if      (!rg_wall) next_dir = 2'd0;  
            else if (!dw_wall) next_dir = 2'd1;  
            else if (!lf_wall) next_dir = 2'd2;  
            else               next_dir = 2'd3;  
        end
        2'd2: begin
            if      (!dw_wall) next_dir = 2'd1;  
            else if (!lf_wall) next_dir = 2'd2;  
            else if (!up_wall) next_dir = 2'd3;  
            else               next_dir = 2'd0;  
        end
        default: begin
            if      (!lf_wall) next_dir = 2'd2;  
            else if (!up_wall) next_dir = 2'd3;  
            else if (!rg_wall) next_dir = 2'd0;  
            else               next_dir = 2'd1;  
        end
    endcase
end
always @(posedge clk) begin
    if (next_state == IDLE_INPUT) begin
        if (damn_mp[0][0] == 2'b10) has_sword <= 1'b1;
        else has_sword <= 1'b0;
    end
    else if (next_state == WALK) begin
        case (next_dir) // synopsys parallel_case
            2'd0: begin
                if (map_rg == 2'b10) has_sword <= 1'b1;
            end
            2'd1: begin
                if (map_dw == 2'b10) has_sword <= 1'b1;
            end
            2'd2: begin
                if (map_lf == 2'b10) has_sword <= 1'b1;
            end
            default: begin
                if (map_up == 2'b10) has_sword <= 1'b1;
            end
        endcase
    end
end
always @(posedge clk, negedge rst_n) begin
	if (~rst_n) begin
		out <= 2'd0;
	end
	else begin
		if (next_state == WALK) begin
			out <= next_dir;
		end
		else begin
			out <= 2'd0;
		end 
	end
end
always @(posedge clk, negedge rst_n) begin
    if (~rst_n) begin
        w_x <= 5'd0;
        w_y <= 5'd0;
    end
    else begin
	    if (next_state == IDLE_INPUT && in_valid == 1'b0) begin
	    	w_x <= 5'd0;
	    	w_y <= 5'd0;
	    end
	    else if (next_state == IDLE_INPUT && in_valid == 1'b1) begin
	    	if      (w_x[4] == 1'd1)                 w_x <= 5'd0;
	    	else                                     w_x <= w_x_add_1;
	    	if      (w_y == 5'd16 && w_x[4] == 1'd1) w_y <= 5'd0;
	    	else if (w_x[4] == 1'd1)                 w_y <= w_y_add_1;
	    end
        else begin
            case (next_dir)  
                2'd0: begin
                    w_x <= w_x_add_1;
                end
                2'd1: begin
                    w_y <= w_y_add_1;
                end
                2'd2: begin
                    w_x <= w_x_sub_1;
                end
                default: begin
                    w_y <= w_y_sub_1;
                end
            endcase
        end
    end
end
endmodule
```
**./run.sh**
```bash
#!/bin/bash
# OpenROAD 26Q1-2900-gdf79404cd8, Yosys 0.63+post, stock flow scripts
make -C /OpenROAD-flow-scripts/flow DESIGN_CONFIG=/design/flow/config.mk WORK_HOME=/design/flow/orfs finish
```
**./config.mk**
```make
export PLATFORM = sky130hd
export DESIGN_NAME = MAZE
export DESIGN_NICKNAME = MAZE
export VERILOG_FILES = /design/flow/design.v
export SDC_FILE = /design/flow/constraint.sdc
export NUM_CORES = 4
export LEC_CHECK = 1
export CORE_UTILIZATION = 40
```
**./constraint.sdc**
```tcl
current_design MAZE

set clk_period 49.7
set clk_io_pct 0.2

create_clock -name clk0 -period $clk_period [get_ports {clk}]

set non_clock_inputs [all_inputs -no_clocks]
set_input_delay [expr $clk_period * $clk_io_pct] -clock clk0 $non_clock_inputs
set_output_delay [expr $clk_period * $clk_io_pct] -clock clk0 [all_outputs]
```
==> Changelog: implementation <==
### Physical design

* Synth Register Bits at 1043
* Critical Path RT at 50.20 ns
* Hold Path Depth at 2
* Outcome: finished clean
* Die height at about 450 um
* Post-layout min period at 13.82 ns
* RSZ-0062 raised after global routing: no
* Post_cts resized at 0
* Initial antenna violation count at 36
* DRT antenna net count at 0
* DRC errors left at 0
* PortBufs at 7
* Max cap viols at 0
* Startpoint Class: input pin
* First-pass GRT wire length at 554000 um
* Vias in the first global route at 68726
* Largest register FFs at 1024
* DRT iter0 DRCs at roughly 7700
* Fraction of layout cells with a size suffix above 1 at 0.212
* Global Route Usage Sum at 0.418
* Max Clk Rate at slightly above 70 MHz
* Worst path arrival time at 14.32 ns
* Most numerous logic cell after layout: nor2_1
* Cycle use final at 0.278
* Clock-pin slew on the worst setup and hold paths at 0.06 ns
* First-pass DRT Iterations at 6
* Floorplan Utilization at 0.403
* Rel. slew slack at 0.202
* Post-route setup slack at 35.88 ns
* Most frequent logic cells in the routed design: 941 x nor2_1, 825 x edfxtp_1, 777 x mux4_2
* Max H-tree Level at 4
* Dpl cell area at 0.0848 mm^2
* Yosys chip area at 0.0816 mm^2
* Final Core Density at 0.441
* Slew Limit Fails at 0
* Clk buf depth at 3
* Post-Syn Area at 0.0816 mm^2
* HP Class: register to register
* Vias at 70717
* Register share after synthesis at 0.358
* Final Setup Violations at 0
* Reg2Reg Depth at 30
* Hold Crit Endpoint: cur_dir[0]
* VDD IR max at 0.125 mV
* Setup WS pre-CTS at roughly 35 ns
* Largest regs: damn_mp: 1024 flops, w_x: 5 flops, w_y: 5 flops
* Hold_ws at between 0.5 and 0.6 ns
* GR Overflow Total at 0
* CTS sink count at 1043
* Clock Skew at 0.0373 ns
* Fin area at 0.0893 mm^2
* Design Power at just over 7 mW
* Area leader share at 0.304
* Crit. End Element: register
* OpenROAD warnings at 49
* TritonCTS Buffers at 133
* Cells after Synth at 7204
* Yosys cell count at 7204
* CTS Hold Bufs at 0
* Pwr dens at 81.0 mW/mm^2
* Clk latency late pin at roughly 0.84 ns
* Asr flop ratio synth at 0.0134
* Chip Area at 0.206 mm^2
* Pin count of the biggest net entering global routing at about 140
* Area Overhead vs Synth at 9.49%
* Hold Startpoint: cur_dir[3]
* Worst Tran Pin Value at 1.19 ns
* Number of setup buffers added after CTS at 0
* Most flop-heavy register: damn_mp
* YS warnings at 3
* CP Max Fanout at around 47
* Sum Neg Setup Slack at 0 ns
* Vias per cell at between 7 and 8
* Drt wl/cell at 40.5 um
* R2r startpoint: w_y[1]
* Placer Congestion at 1.07
* Die W at 454 um
* Top cells, area: edfxtp_1 30%, mux4_2 21%, mux2i_1 5.0%, dfxtp_1 5.0%, nor2_1 4.4%
* Worst Setup Path Type: input pin to register
* P_leak at just over 30 nW
* CTS tree: built
* Non-Filler Instances at 9966
* Post-DP HPWL at 284000 um
* CTS Root Buffer Type: clkbuf_16
* Io pins at 8
* Primary FF master, synth: edfxtp_1
* R2r endpoint: w_y[2]
* Placed cells at 9680
* Synth Area per Inst at 11.3 um^2
* Final hold viol count at 0
* R2r setup slk at 39.29 ns
* Post-synth cell types at 118
* Cell type with the largest total area: edfxtp_1
* Core Region at a little over 0.2 mm^2
* Routed WL at 404000 um
* EDFF count, synth at between 800 and 900
* Cell Rows at 165
## synth_stat cells (60+ instances only)
library cell	n
mux2_2	85
nor2_1	953
a21oi_1	295
a31oi_1	174
dfxtp_1	204
nand3b_1	154
ha_1	173
buf_2	141
a211oi_1	78
nand2_1	682
inv_1	104
nand3_1	120
fa_1	63
o21ai_0	476
edfxtp_1	825
clkbuf_1	305
nor3_1	60
mux4_2	777
o22ai_1	85
mux2i_1	411
mux4_1	66
## cells by family (layout without fill, tap and decap cells)
logic type / after synthesis / count (layout) / synth area share
adders and majority gates: 236 / 236 / 0.0420
other: 1 / 172 / 0.0000460
xor gates and xnor gates: 63 / 63 / 0.00695
AOI/OAI and AO/OA: 1547 / 1547 / 0.121
DFF: 1043 / 1043 / 0.358
buffers and inverters: 737 / 656 / 0.0502
and+or+nand+nor: 2230 / 2230 / 0.122
muxes: 1347 / 1347 / 0.300
## per-layer routing
metal | vias to the layer above | GRT usage | share of wire
met1 | 35040 | 0.509 | 0.33
li1 | 28206 | - | -
met4 | 64 | 0.229 | 0.071
met5 | - | 0.0564 | 0.0049
met2 | 6075 | 0.539 | 0.41
met3 | 1332 | 0.308 | 0.18
## where the power goes
group	internal (mW)	switching (mW)
combinational	1.76	3.46
sequential	0.966	0.0431
clock	0.589	0.417
total	3.31	3.92
## worst max-delay path, stage by stage
cell and delay [ns]:
clkdlybuf4s50_1 0.64, inv_1 0.17, a21oi_2 0.16, buf_4 0.29, o211ai_1 0.14, buf_4 0.20, a211oi_4 0.17, buf_4 0.41
buf_4 0.67, nand2_2 0.61, buf_4 0.52, nor2_1 0.25
## how the worst max path moves through the flow
stage | start | to | slack (ns) | cells after the start
CTS | in_valid | damn_mp[507][0] | 36.05 | 12
global route | in_valid | damn_mp[507][0] | 35.81 | 12
finish | in_valid | damn_mp[507][0] | 35.88 | 12
## final cells by class
cell class / instances / area [um^2]
Inverter: 110 / 428
Sequential cell: 1043 / 29200
Multi-Input combinational cell: 5551 / 49400
Timing Repair Buffer: 304 / 2430
Antenna cell: 44 / 110
Tap cell: 2672 / 3340
Fill cell: 18234 / 113000
Clock inverter: 70 / 736
Clock buffer: 172 / 3690
No activity file was given, so power comes from the tool's default toggle rates.
